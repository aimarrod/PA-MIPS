==> flow/config.mk <==
export PLATFORM = sky130hd
export DESIGN_NAME = reorder_buffer
export DESIGN_NICKNAME = reorder_buffer
export VERILOG_FILES = /design/flow/design.v
export SDC_FILE = /design/flow/constraint.sdc
export NUM_CORES = 4
export LEC_CHECK = 1
export CORE_UTILIZATION = 50
==> flow/constraint.sdc <==
current_design reorder_buffer

set clk_period 25.3
set clk_io_pct 0.2

create_clock -name clk0 -period $clk_period [get_ports {clk}]

set non_clock_inputs [all_inputs -no_clocks]
set_input_delay [expr $clk_period * $clk_io_pct] -clock clk0 $non_clock_inputs
set_output_delay [expr $clk_period * $clk_io_pct] -clock clk0 [all_outputs]
==> flow/design.v <==
module reorder_buffer(
	input clk,
	input stall,
	input[2:0] alu,  
	input alu_we,
	input[4:0] alu_rd,
	input[31:0] alu_pc,
	input alu_ex,
	input[31:0] alu_val,
	input alu_store,
	input[31:0] alu_addr,
	input alu_pass,
	input[2:0] load,  
	input[31:0] load_pc,
	input load_we,
	input[4:0] load_rd,
	input load_ex,
	input[31:0] load_val,
	input[31:0] load_addr,
	input[2:0] slow,  
	input slow_we,
	input[31:0] slow_pc,
	input[4:0] slow_rd,
	input slow_ex,
	input[31:0] slow_val,
	output[31:0] val_out,
	output[4:0] rd_out,
	output we,
	output ex_out,
	output store_out,
	output[31:0] pc_out,
	output[31:0] addr_out,
	output stores,
	output[2:0] tail_out,
	input next_head,
	output[4:0] destination_0,
	output[4:0] destination_1,
	output[4:0] destination_2,
	output[4:0] destination_3,
	output[4:0] destination_4,
	output[4:0] destination_5,
	output[4:0] destination_6,
	output[4:0] destination_7,
	output[31:0] val_0,
	output[31:0] val_1,
	output[31:0] val_2,
	output[31:0] val_3,
	output[31:0] val_4,
	output[31:0] val_5,
	output[31:0] val_6,
	output[31:0] val_7,
	output[7:0] valids
);
reg[2:0] head, tail;
reg valid[7:0];
reg[31:0] value[7:0], epc[7:0];
reg exception[7:0];
reg[4:0] rd[7:0];
reg pass[7:0];
reg store[7:0];
reg[31:0] address[7:0];
assign val_out = value[head];
assign rd_out = rd[head];
assign we = valid[head] & !pass[head];
assign ex_out = exception[head];
assign pc_out = epc[head];
assign store_out = store[head];
assign addr_out = address[head];
assign tail_out = tail;
assign destination_0 = rd[0];
assign val_0 = value[0];
assign destination_1 = rd[1];
assign val_1 = value[1];
assign destination_2 = rd[2];
assign val_2 = value[2];
assign destination_3 = rd[3];
assign val_3 = value[3];
assign destination_4 = rd[4];
assign val_4 = value[4];
assign destination_5 = rd[5];
assign val_5 = value[5];
assign destination_6 = rd[6];
assign val_6 = value[6];
assign destination_7 = rd[7];
assign val_7 = value[7];
assign stores = (store[0]&valid[0]) | (store[1]&valid[1]) | (store[2]&valid[2]) | (store[3]&valid[3]) | (store[4]&valid[4]) | (store[5]&valid[5]) | (store[6]&valid[6]) | (store[7]&valid[7]);
assign valids[0] = valid[0]; 
assign valids[1] = valid[1]; 
assign valids[2] = valid[2]; 
assign valids[3] = valid[3]; 
assign valids[4] = valid[4]; 
assign valids[5] = valid[5]; 
assign valids[6] = valid[6];
assign valids[7] = valid[7]; 
always @(posedge clk) begin
		if(alu_we) begin
			valid[alu] <= 1;
			value[alu] <= alu_val;
			epc[alu] <= alu_pc;
			exception[alu] <= alu_ex;
			rd[alu] <= alu_rd;
			store[alu] <= alu_store;
			address[alu] <= alu_addr;
			pass[alu] <= alu_pass;
		end
		if(load_we) begin
			valid[load] <= 1;
			value[load] <= load_val;
			epc[load] <= load_pc;
			exception[load] <= load_ex;
			rd[load] <= load_rd;
			store[load] <= 0;
			address[load] <= load_addr;
			pass[load] <= 0;
		end
		if(slow_we) begin
			valid[slow] <= 1;
			value[slow] <= slow_val;
			epc[slow] <= slow_pc;
			exception[slow] <= slow_ex;
			rd[slow] <= slow_rd;
			store[slow] <= 0;
			pass[slow] <= 0;
		end
		if(valid[head] & next_head) begin
			valid[head] = 0;
			head = head+1;
		end
		if(!stall) begin
			valid[tail] = 0;
			tail = tail+1;
		end
end
initial begin
	tail <= 0;
	head <= 0;
	valid[0] <= 0;
	value[0] <= 0;
	epc[0] <= 0;
	exception[0] <= 0;
	rd[0] <= 0;
	store[0] <= 0;
	address[0] <= 0;
	valid[1] <= 0;
	value[1] <= 0;
	epc[1] <= 0;
	exception[1] <= 0;
	rd[1] <= 0;
	store[1] <= 0;
	address[1] <= 0;
	valid[2] <= 0;
	value[2] <= 0;
	epc[2] <= 0;
	exception[2] <= 0;
	rd[2] <= 0;
	store[2] <= 0;
	address[2] <= 0;
	valid[3] <= 0;
	value[3] <= 0;
	epc[3] <= 0;
	exception[3] <= 0;
	rd[3] <= 0;
	store[3] <= 0;
	address[3] <= 0;
	valid[4] <= 0;
	value[4] <= 0;
	epc[4] <= 0;
	exception[4] <= 0;
	rd[4] <= 0;
	store[4] <= 0;
	address[4] <= 0;
	valid[5] <= 0;
	value[5] <= 0;
	epc[5] <= 0;
	exception[5] <= 0;
	rd[5] <= 0;
	store[5] <= 0;
	address[5] <= 0;
	valid[6] <= 0;
	value[6] <= 0;
	epc[6] <= 0;
	exception[6] <= 0;
	rd[6] <= 0;
	store[6] <= 0;
	address[6] <= 0;
	valid[7] <= 0;
	value[7] <= 0;
	epc[7] <= 0;
	exception[7] <= 0;
	rd[7] <= 0;
	store[7] <= 0;
	address[7] <= 0;
end
endmodule
==> flow/run.sh <==
#!/bin/bash
# OpenROAD 26Q1-2900-gdf79404cd8, Yosys 0.63+post, stock flow scripts
make -C /OpenROAD-flow-scripts/flow DESIGN_CONFIG=/design/flow/config.mk WORK_HOME=/design/flow/orfs finish
==> results.py <==
# Auto-generated metrics
metrics = {
    "floorplanning": {
        "chipArea_um2": 96300,
        "die_x_um": 310,
        "io_pins": 703,
        "std_cell_rows": 112,
        "die_h_um": 310,
        "fp_util_pct": 50.7,
        "core_um2": 93700,
    },
    "synth": {
        "synthCells": 4125,
        "synthTopCellsByArea": "edfxtp_1 (52%), mux2i_1 (13%), mux2_2 (7.2%), a21oi_1 (3.3%), nor2_1 (2.7%)",
        "largest_area_cell": "edfxtp_1",
        "yosys.cell_types.count": 53,
        "ys_cells": 4125,
        "ff_type": "edfxtp_1",
        "yosys_register_bits": 846,
        "ys_area_um2": 47500,
        "synth-edff-count": 822,
        "syn_area_um2": 47500,
        "avgSynthCellArea_um2": 11.5,
        "ys_seq_share_pct": 53.0,
        "async_flop_share_pct": 0,
        "top_cell_area_share_pct": 51.9,
        "yosysWarnings": 1,
    },
    "timing": {
        "tns_ns": 0,
        "hold_viol_final": 0,
        "tightest_slew_ns": 0.987,
        "drv_slew": 0,
        "setup_viol": 0,
        "rsz0062_at_grt": "false",
        "slew_headroom_pct": 34.0,
        "fin_crit_sh_pct": 38.6,
        "fin_skew_ns": 0.0175,
        "max_freq_mhz": 102,
        "fin_crit_ns": 9.76,
    },
    "clock_tree": {
        "cts_max_path_buffers": 3,
        "clkSinkCount": 846,
        "htree_levels": 3,
        "ctsHoldBuffers": 0,
        "cts_root_buf": "clkbuf_16",
        "worstSkewPairLatency_ns": 0.68,
        "cts_tree": "done",
        "cts_resized": 0,
        "cts_setup_buffers": 0,
        "cts_buffers": 95,
        "clk_pin_slew_ns": 0.06,
    },
    "drt": {
        "drt.antenna.violating_nets": 0,
        "drtIter0Drc": 3214,
        "routed_wl_um": 195000,
        "vias": 36920,
        "top_layer_used": "met5",
        "drt_drc_violations_left": 0,
        "wl_met3_um": 28800,
        "wl_met2_um": 88300,
        "routedWlPerCell_um": 33.3,
        "vias_per_cell": 6.33,
        "met1_length_um": 67800,
        "firstDrtPassIters": 6,
    },
    "pwr": {
        "powerDensity_nw_per_um2": 84.9,
        "ir_worst_vdd_mv": 0.0735,
        "power_leakage_uw": 0.0206,
    },
    "placement": {
        "port-buffer-count": 702,
        "globalplace.congestion": 0.973,
        "dpl.hpwl_um": 115000,
        "post-place-cells": 5632,
    },
    "global_routing": {
        "grt_pass1_wl_um": 269000,
        "grt_overflow_total": 0,
        "grt_max_degree": 110,
        "gr-usage-all-layers_pct": 43.2,
        "antenna_found_initial": 51,
        "grt_pass1_vias": 35999,
    },
    "job": {
        "drv_cap": 0,
        "warnings": 35,
    },
    "critical_path": {
        "crit_start": "head[0]",
        "end_kind": "output port",
        "criticalPathCategory": "reg2out",
        "reg2reg_from": "head[0]",
        "cp_max_fo": 37,
        "start_kind": "register",
        "crit_arrival_ns": 4.70,
        "required_ns": 20.24,
    },
    "hold_path": {
        "hold_class": "reg2reg",
        "hp-start": "pass[5]",
    },
    "layout": {
        "lay_top_cells": "edfxtp_1 (822), clkdlybuf4s50_1 (702), mux2i_1 (637)",
        "layout_top_cell": "edfxtp_1",
        "instances_no_fill": 5834,
        "layout-drive-gt1-share_pct": 13.5,
        "areaGrowthSynthToFinish_pct": 21.1,
    },
    "status": {
        "outcome": "finished clean",
    },
}
[cell usage after synthesis, types with 3 or more instances]
cell type / count
edfxtp_1: 822
mux2i_1: 637
nor2_1: 343
nand2_1: 339
a21oi_1: 315
mux2_2: 305
clkbuf_1: 272
o21ai_0: 244
buf_2: 135
a22oi_1: 120
buf_4: 98
a221oi_1: 96
o21ai_1: 92
a22o_1: 32
buf_1: 24
buf_6: 24
dfxtp_1: 24
mux4_2: 22
o2bb2ai_1: 22
o221ai_1: 17
nand3_1: 16
o2111ai_1: 12
nor3_1: 11
a221o_1: 10
a222oi_1: 10
nor2b_1: 9
o211ai_1: 9
nand4b_1: 8
nand4_1: 5
nor4_1: 4
o22ai_1: 4
or2_2: 4
or3_1: 4
and2_1: 3
inv_1: 3
nand2b_1: 3
[metrics by stage]
stage	hold slack [ns]	power, uW	util (%)	setup WS [ns]	area [um^2]
final	0.521	4880	61.4	15.54	57500
after global routing	0.553	5030	61.4	15.52	57500
after CTS	0.517	4860	61.3	15.67	57500
after detailed placement	0.500	3510	58.1	16.42	54500
after global placement	0.496	3500	58.1	16.44	54500
after floorplan	0.464	2530	-	16.84	47500
[critical path, cell delays in order (launching register included)]
cell	delay (ns)
edfxtp_1	0.39
buf_4	0.56
buf_4	0.56
inv_4	0.43
nor3_2	0.32
buf_4	0.72
a221oi_1	0.20
o21ai_0	0.24
clkdlybuf4s50_1	0.56
[sequential cells by signal, summed over array words and instances, names as in the netlist]
name,count
address,256
epc,256
value,256
rd,40
exception,8
pass,8
store,8
valid,8
head,3
tail,3
[layout make-up]
cell class | instances | area (um^2)
inverters | 5 | 21.3
fillers | 7295 | 36200
multi-input cells | 2719 | 19800
flip-flops and latches | 846 | 25200
well taps | 1254 | 1570
clock buffers | 122 | 2560
repair buffers | 808 | 7970
diodes | 30 | 75.1
clock inverters | 50 | 397
[metal layers]
layer	global-route usage, %	vias up
li1	-	16176
met1	57.5	17737
met2	60.5	2471
met3	24.5	488
met4	17.9	48
met5	2.58	-
[final timing paths]
| path | endpoint | slack, ns | cells after the start |
|---|---|---|---|
| min reg2reg | pass[5] | 0.52 | 2 |
| max | pc_out[22] | 15.54 | 8 |
| max reg2reg | valid[3] | 21.89 | 6 |
| min | pass[5] | 0.52 | 2 |
[cells by family (layout without fill, tap and decap cells)]
group / Yosys count / in the layout / synth area share (%)
flip-flops: 846 / 846 / 52.9
AND-OR/OR-AND: 984 / 984 / 12.7
other: 0 / 30 / 0
buffers and inverters: 560 / 985 / 5.94
XOR/XNOR: 2 / 2 / 0.0369
multiplexers: 965 / 965 / 21.7
AND/OR/NAND/NOR: 766 / 766 / 6.62
adder cells (fa/ha/maj): 2 / 2 / 0.0526
[report_power, final]
part | switching, uW | total (uW) | internal, uW
Clock | 586 | 1360 | 772
Combinational | 1020 | 1770 | 753
Sequential | 65.7 | 1750 | 1680
Total | 1670 | 4880 | 3210
Power figures rest on the tool's default switching activity, not on a simulated workload.
